<file path="flow/design.v">
module control (req1, req2, addr1, addr2, ack1, ack2, load, cnfg, inaddr, outaddr, clk, reset);
input req1, req2, addr1, addr2, ack1, ack2, clk, reset;
output load, cnfg;
output reg inaddr, outaddr;
parameter IDLE = 2'b00, LOAD = 2'b01, CNFG = 2'b10;
reg [1:0] state;
reg [1:0] nextstate;
reg [1:0] block, ncw;	 
reg [1:0] approved;		 
wire need_cnfg; 					
reg vip;						 
assign need_cnfg = (approved != 0);
assign load = (state == LOAD);
assign cnfg = (state == CNFG);
always @*
begin
	case(state)
		IDLE: if(need_cnfg) nextstate = LOAD;
				 else nextstate = IDLE;
		LOAD: if(approved > 0) nextstate = LOAD;
					else nextstate = CNFG;
		CNFG:  nextstate = IDLE;
	endcase
end
always @(posedge clk or negedge reset) begin
	if(~reset) begin
		ncw <= 2'bZZ;
		block <= 2'b00;
		approved <= 2'b00;
		vip <= 0;
		outaddr <= 1'bZ;
	end
	else begin
		case(state)
			IDLE: begin
				if(req1 & req2) begin
					if(addr1 == addr2) begin
						if(ncw[addr1] != vip & ~block[addr1]) begin
							approved[vip] <= 1;
							block[addr1] <= 1;
							vip <= ~vip;
							end
						else if(ncw[addr1] == vip & ~block[addr1]) begin  
							approved[vip] <= 0;
							block[addr1] <= 1;
							vip <= ~vip;
						end
					end
					else begin
						if(~block[addr1]) begin
							block[addr1] <= 1;
							approved[0] <= 1;
							end
						if(~block[addr2]) begin
							block[addr2] <= 1;
							approved[1] <= 1;
							end
						end
					end
				else if(req1) begin
					if(ncw[addr1] != 0 & ~block[addr1]) begin
						approved[0] <= 1;
						block[addr1] <= 1;
						end
					else if (~block[addr1]) begin
						approved[0] <= 1;
						block[addr1] <= 1;
						end
					end
				else if(req2) begin
					if(ncw[addr2] != 1 & ~block[addr2]) begin
						approved[1] <= 1;
						block[addr2] <= 1;
						end
					else if (~block[addr2]) begin
						approved[1] <= 1;
						block[addr2] <= 1;
						end
					end
			end
			LOAD: begin
				if(approved[0]) begin
					outaddr <= addr1;
					approved[0] <= 0;
					ncw[addr1] <= 0;
					end
				else if(approved[1]) begin
					outaddr <= addr2;
					approved[1] <= 0;
					ncw[addr2] <= 1;
				end
			end
			CNFG: begin
				outaddr <= 1'bZ;	
			end
			default: begin
				outaddr <= 1'bZ;
			end
		endcase
		if(ack1 & block[0])
			block[0] <= 0;
		if(ack2 & block[1])	
			block[1] <= 0;
		end
end
always @(negedge clk or negedge reset) begin
	if(~reset)
		inaddr <= 1'bZ;
	else
		case(state)
			LOAD: begin
				if(approved[0])
					inaddr <= 0;
				else if(approved[1])
					inaddr <= 1;
			end
			default:
				inaddr <= 1'bZ;
		endcase
end
always @(posedge clk)
begin
	if(~reset)
		state <= IDLE;
	else
		state <= nextstate;
end
endmodule
module IO_cell (in0_m, in1_m, in_s, out0_s, out1_s, sel, out_m);
input [65:0] in0_m, in1_m;
input [32:0] in_s;
input sel;
output reg [65:0] out_m;
output reg [32:0] out0_s, out1_s;
always @*
begin
	case (sel)
	1'b0: begin out_m = in0_m; out0_s = in_s; out1_s = 0; end 
	1'b1: begin out_m = in1_m; out1_s = in_s; out0_s = 0; end
	default: begin out_m = 66'hx; out0_s = 32'hx; out1_s = 32'hx; end
	endcase
end
endmodule
module Switch_Matrix (in_0_m, in_1_m, in0_s, in1_s, sel0, sel1, out_0_m, out_1_m, out_0_s0, out_0_s1, out_1_s0, out_1_s1);
input [65:0] in_0_m, in_1_m;
input [32:0] in0_s, in1_s;
input  sel0, sel1;
output [65:0] out_0_m, out_1_m; 
output [32:0] out_0_s0, out_1_s0, out_0_s1, out_1_s1;
IO_cell to_slave_1 (.in0_m(in_0_m), .in1_m(in_1_m), .in_s(in0_s), .out0_s(out_0_s0), .out1_s(out_0_s1), .sel(sel0), .out_m(out_0_m));
IO_cell to_slave_2 (.in0_m(in_0_m), .in1_m(in_1_m), .in_s(in1_s), .out0_s(out_1_s0), .out1_s(out_1_s1), .sel(sel1), .out_m(out_1_m));
endmodule
module switch (conf_en, load_en, in_add, inadd, out_sel, reset);
input in_add;
input conf_en, load_en, out_sel, reset;
output inadd;
reg load_inadd_reg;
reg inadd;
wire conf_en, load_enable;
assign load_enable = load_en & out_sel;
always @(posedge load_enable or negedge reset)
begin
	if (~reset)
		load_inadd_reg = 0;
	else
		load_inadd_reg = in_add;
end
always @(posedge conf_en or negedge reset)
begin
	if (~reset)
		inadd = 0;
	else
		inadd = load_inadd_reg;
end
endmodule
module top_final(clk, reset, in0_m, in1_m, in0_s, in1_s, out0_m, out1_m, ans1, ans2);
input clk, reset;
wire load, cnfg;
input	[65:0] in0_m, in1_m;
input [32:0] in0_s, in1_s;
output [65:0] out0_m, out1_m;
output [32:0] ans1, ans2;
wire [32:0] out1_s0, out1_s1, out0_s0, out0_s1;
wire	 in_addr;
wire	 out_addr;
reg	[1:0] dec_addr;
wire  sel0, sel1;
wire req1, req2, post_ack1, post_ack2;
assign ans1 = (in0_m[63])? out1_s0 : out0_s0;
assign ans2 = (in1_m[63])? out1_s1 : out0_s1;
assign post_ack1 = ans1[32];
assign post_ack2 = ans2[32];
assign req1 = in0_m[65];
assign req2 = in1_m[65];
always @(out_addr)
case (out_addr)
	1'b0 : dec_addr = 2'd1;
	1'b1 : dec_addr = 2'd2;
	default : dec_addr = 2'd0;
endcase
switch	b2v_inst0(.conf_en(cnfg),.load_en(load),.out_sel(dec_addr[0]),.in_add(in_addr),.inadd(sel0), .reset(reset));
switch	b2v_inst1(.conf_en(cnfg),.load_en(load),.out_sel(dec_addr[1]),.in_add(in_addr),.inadd(sel1), .reset(reset));
Switch_Matrix	b2v_matrix2(.in_0_m(in0_m),.in_1_m(in1_m), .in0_s(in0_s), .in1_s(in1_s), .sel0(sel0),.sel1(sel1), .out_0_m(out0_m), .out_1_m(out1_m), .out_0_s0(out0_s0), .out_0_s1(out0_s1), .out_1_s0(out1_s0), .out_1_s1(out1_s1));
control my_cntr(.req1(req1), .req2(req2), .addr1(in0_m[63]), .addr2(in1_m[63]), .ack1(post_ack1), .ack2(post_ack2), .load(load), .cnfg(cnfg), .inaddr(in_addr), .outaddr(out_addr), .clk(clk), .reset(reset));	  
endmodule
</file>
<file path="flow/run.sh">
#!/bin/bash
# OpenROAD 26Q1-2900-gdf79404cd8, Yosys 0.63+post, stock flow scripts
make -C /OpenROAD-flow-scripts/flow DESIGN_CONFIG=/design/flow/config.mk WORK_HOME=/design/flow/orfs finish
</file>
<file path="flow/config.mk">
export PLATFORM = sky130hd
export DESIGN_NAME = top_final
export DESIGN_NICKNAME = top_final
export VERILOG_FILES = /design/flow/design.v
export SDC_FILE = /design/flow/constraint.sdc
export NUM_CORES = 4
export LEC_CHECK = 1
export CORE_AREA = 10 10 179 179
export DIE_AREA = 0 0 189 189
</file>
<file path="flow/constraint.sdc">
current_design top_final

set clk_period 3.6
set clk_io_pct 0.2

create_clock -name clk0 -period $clk_period [get_ports {clk}]

set non_clock_inputs [all_inputs -no_clocks]
set_input_delay [expr $clk_period * $clk_io_pct] -clock clk0 $non_clock_inputs
set_output_delay [expr $clk_period * $clk_io_pct] -clock clk0 [all_outputs]
</file>
==> reports/summary.log <==
[final_timing] Final setup viols 0
[grt] GR Util All Layers 11.0%
[worst_setup_path] register-to-register path setup slack 0.67 ns
[worst_setup_path] Crit Reg-Reg Startpoint my_cntr.state[1]
[grt] GR Layer Usage met3 3.79%
[layout] sequential cell area 403 um^2
[yosys] total cells reported by yosys after synthesis 331
[placed_design] GPL Wtd Cong 0.969
[final_timing] number of register pins that no clock reaches 6
[layout] Top Layout Cells 397 x clkdlybuf4s50_1, 128 x mux2_2, 66 x a22o_1
[run] OpenROAD warning count 28
[grt] number of antenna violations at the first check in global routing 0
[grt] largest net degree at the start of global routing 37
[worst_setup_path] data arrival time of the worst path 2.57 ns
[final_timing] final critical-path required period 3.29 ns
[yosys] per-instance average area after synthesis 9.54 um^2
[grt] number of global-route vias before repair 4558
[layout] Gate Area 2550 um^2
[final_timing] max-slew violation count 0
[worst_setup_path] crit path launch type input pin
[run_status] run status finished clean
[worst_setup_path] number of buffer and inverter stages on the critical path 4
[grt] met2 Track Usage GR 20.1%
[yosys] flip-flop and latch count after synthesis 17
[final_timing] fin crit share 91.3%
[worst_setup_path] Critical Path, Cell by Cell clkdlybuf4s50_1 -> inv_1 -> nor2_2 -> buf_4 -> a22o_1 -> clkdlybuf4s50_1
[final_timing] max_slew headroom 64.8%
[cts] CTS Root Buffer Type clkbuf_16
[die] number of ports placed on the die boundary 398
[layout] Core Util, Final 27.2%
[drt] remaining antenna violation count 0
[grt] met1 Resource Use GR 12.6%
[die] die height 189 um
[drt] drt first-iter violations 217
[yosys] netlist area before placement 3160 um^2
[worst_setup_path] Crit path depth 6
[grt] global-route wire length before repair 30500 um
[layout] most common cell after layout, fill and taps aside clkdlybuf4s50_1
[drt] detailed-route wire length per cell 19.6 um
[layout] layout overhead on the synthesized area 141%
[die] DIE AREA 35700 um^2
[power_and_ir_drop] largest vdd supply drop 0.154 mV
[die] chip width 189 um
[worst_setup_path] endpoint class of the critical path output port
[die] cell row count 61
[grt] busiest layer in global routing met2
[drt] total DRC errors in the routed layout 0
[final_timing] unrepaired setup endpoints after global routing no
[placed_design] hpwl dp 18300 um
[power_and_ir_drop] P per Cell Area 145 nW/um^2
[layout] Fill cells 2915
[run] max cap viols 0
[grt] GRT overflow 0
[cts] Clock Latency Late Sink 0.27 ns
[worst_setup_path] last element of the critical path ans1[13]
[final_timing] largest clock skew in the final design 0.0328 ns
[yosys] synthesized chip area reported by yosys 3160 um^2
[die] initial core utilization 11.3%
[worst_setup_path] CP top delay family buffers and inverters
[cts] depth of the CTS H-tree 1
[worst_setup_path] stage delay of the slowest cell on the critical path 0.56 ns
[final_timing] Worst Max-Slew Pin Slew 0.529 ns
[worst_setup_path] launching element of the worst setup path in0_m[63]
[drt] via count of the routed design 4305
[final_timing] timing-limited maximum frequency 304 MHz
[yosys] cell count after synthesis 331
[cts] maximum number of buffers from clock root to sink 2
[final_timing] Final Hold Violation Tally 0
[final_timing] endpoints left unconstrained 6
[final_timing] Total Neg Setup Slack 0 ns
[worst_setup_path] cell with the largest stage delay on the worst path clkdlybuf4s50_1
[cts] clock transition time at the flip-flop clock pins of the worst setup and hold paths 0.04 ns
[cts] clock tree from TritonCTS done
[cts] total clock buffers created by CTS 3
[min_path] kind of path behind the tightest hold check reg2reg
[power_and_ir_drop] static power due to leakage 2.81 nW
[cts] post-CTS setup buffers 0
[placed_design] total of buffers placed on input and output ports 397
[cts] number of buffers inserted for hold repair after clock tree synthesis 0
[yosys] distinct cell type count of the synthesized netlist 42
[cts] Resized Gates After CTS 0
[worst_setup_path] largest fanout on the critical path 26
[yosys] warnings from Yosys 10
[worst_setup_path] library cell appearing most often on the critical path clkdlybuf4s50_1
[drt] total inserted antenna cells 0
[worst_setup_path] capture point of the worst reg-to-reg path my_cntr.inaddr
[worst_setup_path] cell count of the worst reg-to-reg path 5
[drt] number of iterations in the first detailed-routing pass 4
[drt] DRT Wirelength 21300 um
[worst_setup_path] path type of the worst setup path in2out
[drt] per-cell via count in the routed design 3.96
[layout] fraction of layout cells with a size suffix above 1 21.8%
[worst_setup_path] Req. time, crit path 2.88 ns
[die] area of the core 28000 um^2
## final cells by class
| class | instances | share of cell area [%] |
|---|---|---|
| timing repair buffer | 410 | 53.5 |
| multi-input combinational | 269 | 33.6 |
| tap | 378 | 6.21 |
| sequential | 17 | 5.29 |
| clock buffer | 3 | 0.986 |
| inverter | 8 | 0.395 |
| clock inverter | 1 | 0.0658 |
## metal layers
layer,part of all wire [%],wire (um)
met4,0.69,148
met5,0,0
met3,9.4,2010
met2,51,10900
met1,39,8300
## power by group
part / total [mW] / switching [mW] / internal (mW)
Combinational: 0.701 / 0.193 / 0.509
Sequential: 0.197 / 0.0428 / 0.154
Clock: 0.206 / 0.0586 / 0.147
Total: 1.10 / 0.294 / 0.810
## synthesized netlist by cell type
master	n	area share, %
dfrtp_1	12	9.5
buf_2	25	4.0
buf_6	1	0.36
nand3_1	2	0.32
nor2b_1	2	0.40
o31ai_1	1	0.24
nor3_1	1	0.16
a31oi_1	5	0.99
o22ai_1	1	0.20
dlxtn_1	2	0.95
a21oi_4	1	0.51
mux2_2	128	46
a21oi_1	4	0.63
and2_1	5	0.99
o31a_1	1	0.28
nor2_1	12	1.4
and2_0	1	0.20
dfrtn_1	1	0.79
nor4b_1	1	0.28
inv_1	8	0.95
or2_1	1	0.20
ha_1	4	1.6
or3b_4	1	0.36
nand2b_1	2	0.40
nor3b_2	1	0.40
a2bb2o_4	2	1.3
xnor2_1	2	0.55
buf_4	2	0.48
nand2_1	5	0.59
o32a_1	1	0.32
nand4b_1	1	0.28
xor2_1	1	0.28
a211o_1	1	0.28
o2111ai_1	1	0.28
o211ai_1	2	0.48
and2b_1	1	0.24
dfxtp_1	2	1.3
mux2i_1	4	1.3
o21ai_0	7	1.1
a22o_1	66	18
a2bb2oi_1	1	0.28
clkbuf_1	9	1.1
## how the worst min path moves through the flow
stage | startpoint | depth (start not counted) | end | slack (ns)
4_1_cts | my_cntr.inaddr | 2 | my_cntr.inaddr | 0.49
5_1_grt | my_cntr.inaddr | 2 | my_cntr.inaddr | 0.52
6_report | my_cntr.inaddr | 2 | my_cntr.inaddr | 0.49
## cells by family (layout without fill, tap and decap cells)
logic type	Yosys count	after routing	synth area share (%)
buf+inv	45	422	6.81
flops	15	15	11.6
xor+xnor	3	3	0.832
latches	2	2	0.951
compound gates	94	94	25.1
fa+ha+maj	4	4	1.58
simple gates	36	36	6.22
mux	132	132	46.9
## stage by stage
stage                     hold WS, ns  cell area (um^2)  cells  worst slack (ns)  power (mW)
after detailed placement        0.492              7530   1082             0.301       0.903
after global placement          0.491              7530   1082             0.351       0.906
after floorplan                 0.424              3160    331             0.806       0.374
final                           0.494              7610   1086             0.313        1.10
after CTS                       0.492              7610   1086             0.293        1.12
after global routing            0.516              7610   1086             0.180        1.18
## worst register-to-register path, cell delays in order, from the launching register on
cell and delay [ns]:
dfxtp_1 0.33, inv_1 0.08, ha_1 0.33, nand2b_1 0.12, nor2_1 0.10, nor2_1 0.04
Power is estimated from default activity; no workload was simulated.
